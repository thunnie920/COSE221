### flow/run.sh
#!/bin/bash
# OpenROAD 26Q1-2900-gdf79404cd8, Yosys 0.63+post, stock flow scripts
make -C /OpenROAD-flow-scripts/flow DESIGN_CONFIG=/design/flow/config.mk WORK_HOME=/design/flow/orfs finish
### flow/config.mk
export PLATFORM = sky130hd
export DESIGN_NAME = fsm1
export DESIGN_NICKNAME = fsm1
export VERILOG_FILES = /design/flow/design.v
export SDC_FILE = /design/flow/constraint.sdc
export NUM_CORES = 4
export LEC_CHECK = 1
export CORE_AREA = 10 10 70 70
export DIE_AREA = 0 0 80 80
### flow/constraint.sdc
current_design fsm1

set clk_period 1.0
set clk_io_pct 0.2

create_clock -name clk0 -period $clk_period [get_ports {clk}]

set non_clock_inputs [all_inputs -no_clocks]
set_input_delay [expr $clk_period * $clk_io_pct] -clock clk0 $non_clock_inputs
set_output_delay [expr $clk_period * $clk_io_pct] -clock clk0 [all_outputs]
### flow/design.v
module fsm1(
	input			clk,
	input			reset_n,	 
	input			ta, tb,
	output	[1:0]	la, lb
);
	logic	[1:0]	la, lb;
	localparam S0 = 2'b00,
		       S1 = 2'b01,
			   S2 = 2'b10,
			   S3 = 2'b11;
	localparam GREEN = 2'b00,
		       YELLOW = 2'b01,
			   RED = 2'b10;
	logic [1:0]	state_curr, state_next;
	always_ff @ (posedge clk or negedge reset_n) begin
		if (~reset_n) state_curr <= S0;
		else          state_curr <= state_next;
	end
	always_comb begin
		case (state_curr)
			S0: if (ta) state_next = S0;
				else    state_next = S1;
			S1:         state_next = S2;
			S2: if (tb) state_next = S2;
				else    state_next = S3;
			default:    state_next = S0;
		endcase
	end
    assign la = (state_curr == S2) ? RED :
            	(state_curr == S3) ? RED :
            	(state_curr == S1) ? YELLOW : GREEN;
	assign lb = (state_curr == S0) ? RED :
           		(state_curr == S1) ? RED :
            	(state_curr == S3) ? YELLOW : GREEN;
	// synthesis translate_off
	logic [2*8-1:0] state_dbg;
	always_comb begin
		case (state_curr)
			S0: state_dbg = "S0";
			S1: state_dbg = "S1";
			S2: state_dbg = "S2";
			S3: state_dbg = "S3";
		endcase
	end
	// synthesis translate_on
endmodule
==> flow_summary_export.csv <==
group,metric,value,unit
worst_setup_path,startpoint,"state_curr[2]$_DFF_PN0_",
worst_setup_path,ff2ff_path_depth,4,
worst_setup_path,cp_cell_sequence,"buf_6 > or2_1 > buf_2",
floorplan,coreArea,3420,um2
worst_setup_path,reg2reg_slack,10,ps
synth,common_cells,"dfrtp_1 (3), a21o_1 (2), nor2b_1 (2), nor3b_2 (2), or2_1 (2)",
synth,yosysMostFrequentCell,"dfrtp_1",
synth,area_leaders,"dfrtp_1 (45%), dfstp_2 (16%), nor3b_2 (15%)",
worst_setup_path,critPathMaxFanout,3,
worst_setup_path,crit_path_end_kind,"primary output",
synth,edf_count,0,
worst_setup_path,crit_buf_inv,2,
layout,post-route-util,11.2,%
floorplan,chipArea,6400,um2
synth,async_flop_share,100,%
job,maxCapViolations,0,
sta,setup_tns,-851,ps
synth,top_area_cell,"dfrtp_1",
worst_setup_path,worst_ep_arrival_time,1040,ps
sta,setup_ws,-243,ps
sta,fin_hold_ws,163,ps
sta,period_used_share,124,%
layout,top_register,"state_curr",
clock_tree,clk_latency,240,ps
global_routing,grt_use_total,1.99,%
layout,reg_top3,"state_curr (4)",
synth,synth_stat.cells,12,
clock_tree,clock-sinks,4,
sta,clock.fmax,0.804,GHz
global_routing,antenna_found_initial,0,
worst_setup_path,cp.required,800,ps
floorplan,die_h,80,um
sta,worst_clock_skew,3.09,ps
synth,syn-cell-area,166,um2
drt,n_antenna_cell,0,
drt,ant_nets,0,
synth,avgSynthCellArea,13.9,um2
drt,drc,0,
power_and_ir_drop,p_per_area,1050,nW/um2
floorplan,rows,21,
worst_setup_path,cp_num_cells,3,
drt,wl_per_cell,6.97,um
synth,ys_ff,4,
sta,relSlewSlack,87.9,%
drt,drt_first_iter_violations,1,
sta,period_needed,1240,ps
floorplan,ios,8,
sta,rsz0062_at_grt,"yes",
layout,area_growth,130,%
power_and_ir_drop,leakage,0.205,nW
layout,largest_register_ffs,4,
sta,worst_slew_pin_slew,182,ps
clock_tree,clockRootBuffer,"clkbuf_4",
synth,ys_seq_share,60.9,%
floorplan,die_x,80,um
power_and_ir_drop,max-vdd-ir-drop,187,uV
outcome,violations,"setup timing",
worst_setup_path,r2r-end,"state_curr[1]$_DFF_PN0_",
synth,ys_warn_count,2,
sta,hold_viol_final,0,
floorplan,fp_util,4.87,%
worst_setup_path,cp-endpoint,"lb[1]",
job,warning_count,27,
synth,ys.flop_type,"dfrtp_1",
clock_tree,hold_buffers,0,
layout,fillers,396,
min_path,hold_path_class,"in -> async",
global_routing,grt_pass1_vias,195,
clock_tree,clock_path_buffers,2,
worst_setup_path,critPathMaxStageDelay,380,ps
worst_setup_path,crit_family,"flip-flops",
clock_tree,cts.clk_slew.worst_paths,40,ps
synth,postSynthCellCount,12,
drt,drt-total-wl,544,um
synth,top_cell_area_share,45.1,%
drt,viasPerCell,2.08,
worst_setup_path,setup.worst_path.class,"reg -> out",
layout,drive_above_1_share,59.4,%
place,finalWeightedCongestion,0.702,
drt,vias,162,
sta,slew_violations,0,
worst_setup_path,reg2reg_from,"state_curr[2]$_DFF_PN0_",
outcome,status,"complete, but fails checks",
worst_setup_path,crit_slowest_cell,"dfrtp_1",
drt,first_pass_iters,2,
clock_tree,h-tree-depth,1,
clock_tree,cts_tree,"yes",
synth,synth_cell_types,6,
global_routing,grt_max_degree,5,
global_routing,grt_pass1_wl,931,um
global_routing,grt-ovfl-total,0,
clock_tree,cts_made_buffers,3,
worst_setup_path,cp-start-kind,"flop",
place,io_buffers,7,
sta,report.final.setup_viol,4,
synth,ys_chip_area,166,um2
==> cell usage in the layout, fill, tap and decap left out <==
cell type        count
clkdlybuf4s50_1      3
buf_6                4
a21o_1               2
buf_4                5
clkbuf_4             3
nor3b_2              2
buf_2                4
clkbuf_1             1
dfstp_2              1
dfrtp_1              3
nor2b_1              2
or2_1                2
==> where the power goes <==
part / internal, mW / total [mW] / switching (mW)
logic: 0.0104 / 0.0164 / 0.00598
registers: 0.163 / 0.163 / 0
clock network: 0.150 / 0.223 / 0.0728
total: 0.323 / 0.402 / 0.0788
==> per-layer routing <==
| layer | global-route usage, % | up-vias | part of all wire, % |
|---|---|---|---|
| li1 | - | 80 | - |
| met3 | 2.73 | 0 | 20 |
| met1 | 1.87 | 72 | 47 |
| met5 | 0 | - | 0 |
| met4 | 0.528 | 0 | 0 |
| met2 | 2.49 | 10 | 33 |
==> logic make-up after synthesis <==
| kind of cell | after synthesis | synth area share (%) |
|---|---|---|
| simple gates | 6 | 30.1 |
| flops | 4 | 60.9 |
| compound gates | 2 | 9.02 |
==> worst min path at each step <==
stage / slack [ps] / to
4_1_cts: 150 / state_curr[1]$_DFF_PN0_
5_1_grt: 170 / state_curr[1]$_DFF_PN0_
6_report: 160 / state_curr[1]$_DFF_PN0_
==> timing repair <==
item	in CTS	in global routing
pin swaps	3	2
setup buffers	7	0
setup endpoints to repair	4	6
gates resized	15	1
==> worst reg2reg max path: stages (launching register included) <==
cell	delay, ps
dfrtp_1	380
buf_6	120
buf_4	120
buf_4	120
a21o_1	140
==> cell type report <==
class	count	area (um2)	area share (%)
Clock buffer	4	26.3	6.86
Multi-Input combinational cell	8	65.1	17.0
Sequential cell	4	101	26.5
Tap cell	46	57.6	15.0
Timing Repair Buffer	16	133	34.6
==> through the flow <==
| stage | cells | setup WS (ps) | total power, mW | instance area [um2] |
|---|---|---|---|---|
| floorplan | 12 | 202 | 0.165 | 166 |
| global placement | 67 | -286 | 0.181 | 309 |
| detailed placement | 67 | -286 | 0.181 | 309 |
| CTS | 78 | -251 | 0.411 | 379 |
| global route | 78 | -295 | 0.427 | 383 |
| finish | 78 | -243 | 0.402 | 383 |
Power and IR drop assume default switching activity.
