==> design/flow/run.sh <==
#!/bin/bash
# OpenROAD 26Q1-2900-gdf79404cd8, Yosys 0.63+post, stock flow scripts
make -C /OpenROAD-flow-scripts/flow DESIGN_CONFIG=/design/flow/config.mk WORK_HOME=/design/flow/orfs finish
==> design/flow/config.mk <==
export PLATFORM = sky130hd
export DESIGN_NAME = fsm2
export DESIGN_NICKNAME = fsm2
export VERILOG_FILES = /design/flow/design.v
export SDC_FILE = /design/flow/constraint.sdc
export NUM_CORES = 4
export LEC_CHECK = 1
export CORE_AREA = 10 10 70 70
export DIE_AREA = 0 0 80 80
==> design/flow/constraint.sdc <==
current_design fsm2

set clk_period 1.0
set clk_io_pct 0.2

create_clock -name clk0 -period $clk_period [get_ports {clk}]

set non_clock_inputs [all_inputs -no_clocks]
set_input_delay [expr $clk_period * $clk_io_pct] -clock clk0 $non_clock_inputs
set_output_delay [expr $clk_period * $clk_io_pct] -clock clk0 [all_outputs]
==> design/flow/design.v <==
module fsm2(
   input         clk,
   input         reset_n,    
   input         p, r,
   input         ta, tb,
   output   [1:0]   la, lb
);
   logic         m;
   fsm_mode u_fsm_mode (
      .clk     (clk),
      .reset_n (reset_n),
      .p       (p),
      .r       (r),
      .m       (m)
   );
   fsm_light u_fsm_light (
      .clk     (clk),
      .reset_n (reset_n),
      .m       (m),
      .ta      (ta),
      .tb      (tb),
      .la      (la),
      .lb      (lb)
   );
endmodule
module fsm_mode(
   input         clk,
   input         reset_n,    
   input         p, r,
   output        m
);
   localparam S0 = 1'b0,
              S1 = 1'b1;
   logic         state_curr, state_next;
   always_ff @ (posedge clk or negedge reset_n) begin
      if (~reset_n) state_curr <= S0;
      else          state_curr <= state_next;
   end
   always_comb begin
      case (state_curr)
         S0: if (p) state_next = S1;
             else   state_next = S0;
         S1: if (r) state_next = S0;
             else   state_next = S1;
         default:   state_next = S0;
      endcase
   end
   assign m = (state_curr==S1)? 1'b1: 1'b0;
   // synthesis translate_off
   logic [2*8-1:0] state_dbg;
   always_comb begin
      case (state_curr)
         S0: state_dbg = "S0";
         S1: state_dbg = "S1";
      endcase
   end
   // synthesis translate_on
endmodule
module fsm_light(
   input          clk,
   input          reset_n,    
   input          m,
   input          ta, tb,
   output [1:0]   la, lb
);
   logic   [1:0]   la, lb;
   localparam S0 = 2'b00,
              S1 = 2'b01,
              S2 = 2'b10,
              S3 = 2'b11;
   localparam GREEN = 2'b00,
              YELLOW = 2'b01,
              RED = 2'b10;
   logic [1:0]   state_curr, state_next;
   always_ff @ (posedge clk or negedge reset_n) begin
      if (~reset_n) state_curr <= S0;
      else          state_curr <= state_next;
   end
   always_comb begin
      case (state_curr)
         S0: if (ta)        state_next = S0;
             else           state_next = S1;
         S1:                state_next = S2;
         S2: if (m | tb)    state_next = S2;
             else           state_next = S3;
         default:           state_next = S0;
      endcase
   end
   assign la = (state_curr == S2) ? RED :
               (state_curr == S3) ? RED :
               (state_curr == S1) ? YELLOW : GREEN;
   assign lb = (state_curr == S0) ? RED :
               (state_curr == S1) ? RED :
               (state_curr == S3) ? YELLOW : GREEN;
   // synthesis translate_off
   logic [2*8-1:0] state_dbg;
   always_comb begin
      case (state_curr)
         S0: state_dbg = "S0";
         S1: state_dbg = "S1";
         S2: state_dbg = "S2";
         S3: state_dbg = "S3";
      endcase
   end
   // synthesis translate_on
endmodule
==> deck_impl_summary.md <==
Synthesis and Place & Route Summary

Final timing
  – Final tally of hold violations: 0
  – Rel. slew slack: a little under nine tenths
  – Setup violators final: 5
  – Clock skew: approximately 0.0017 ns
  – Achievable clock frequency: approximately 750 MHz
  – Slew @ Worst Pin: between 0.2 and 0.25 ns
  – Min Hold Slack: around 0.18 ns
  – Tmin final: about 1.3 ns
  – Final period utilization: 134%
  – PnR worst setup slack: -0.337 ns
  – RSZ-0062 raised after global routing: true
  – Post-Route Setup TNS: -1.09 ns
  – Pins over their slew limit: 0

Layout
  – Syn-to-layout area delta: 117%
  – Top cell excl fill/tap: buf_4
  – Share of layout cells above drive strength 1: between 50% and 60%
  – Most frequent cells in the layout: 8 x buf_4, 5 x clkdlybuf4s50_1, 4 x dfrtp_1
  – Final Non-Filler Cells: about 87

Synthesis
  – YS warnings: 3
  – Seq/Total Area, Yosys: 60.8%
  – Ys cells: 19
  – Dominant comb cell: simple AND/OR/NAND/NOR gates
  – Cell Type Count: 10
  – Avg Inst Size Synth: 10.9 sq um
  – Area reported by Yosys stat: between 200 and 250 sq um
  – Synth Area in Adders: 0%
  – Synthesized area: 208 sq um
  – #FFs+latches synth: 5
  – Mapped Cells: 19
  – Xor/xnor share: 0%
  – Mux frac, synth: about 4.8%
  – Synth Area in Simple Gates: about a quarter
  – AO/OA Area Share: under 10%

Run
  – Max Cap Violations: 0
  – Stage-log warning count: 27

Route
  – Iter 0 DRT Violations: 0
  – Vias per inst: ~2.2
  – Post-DR wirelength/cell: between 6 and 7 um
  – Routed WL: between 500 and 600 um
  – DRT antenna net count: 0
  – Pre-antenna DRT Iters: 1
  – Vias: approximately 190
  – DRC: 0
  – Diodes inserted: 0

Setup path
  – Worst-case reg-to-reg path depth: 6
  – Critical path launch point type: flop
  – Type of the worst setup path: flop to output port
  – Required @ worst endpoint: around 0.80 ns
  – CP Data Arrival Time: 1.14 ns
  – Maximum net fanout on the critical path: 2
  – Setup crit end kind: output port

Clock tree
  – Clk slew on worst S/H paths: about 0.04 ns
  – Sink Count: 5
  – CTS tree: yes
  – Insertion delay at the late pin of the worst-skew pair: around 0.24 ns
  – CTS Buffer Depth: 2
  – Root buffer cell: clkbuf_4
  – TritonCTS Buffers: 3
  – H-tree depth: 1

Placed design
  – Inst Count DP: between 70 and 80
  – IO Port Bufs: 9
  – Routability congestion estimate: ~0.74

Floorplan
  – FP Core Util: just over 6%
  – Die X: around 80 um
  – Row cnt: 21
  – Placeable Area: between 3000 and 4000 sq um
  – Die Y: roughly 80 um
  – Top Ports: 10
  – Full die area: 6400 sq um

GRT
  – Largest net degree at the start of global routing: 6
  – Vias in the first global route: around 220
  – Global route overflow: 0
  – Initial antenna violation count: 0
  – Aggregate global-route resource usage: just under 2%
  – First-pass GRT wire length: 945 um

Status
  – Failing checks: setup timing
  – Status: finished, violations left

Power
  – Seq pwr share: about a third
  – Cell Pwr Density: ~1600 nW/um^2
  – Power Internal: 0.000557 W
  – Power share of the combinational group: approximately a third
  – Net Switching: between 0.00015 and 0.0002 W
  – Worst vdd ir: between 0.7 and 0.8 mV
  – Pleak: approximately 0.21 nW
  – Switching power share of the total: about a quarter
  – Clock power share: approximately a third

Min path
  – HP Class: input port to async pin
[power by group through the flow]
stage                 clock (W)  combinational (W)  sequential [W]
after global routing   0.000260           0.000268        0.000256
after CTS              0.000245           0.000231        0.000252
final                  0.000234           0.000246        0.000253
[Yosys cell counts]
cell type | n | area share [%]
dfstp_2 | 1 | 13
nor2_2 | 2 | 6.0
or2_4 | 2 | 8.4
nand2_1 | 3 | 5.4
mux2i_1 | 1 | 4.8
inv_1 | 3 | 5.4
o21ai_0 | 1 | 2.4
nor2b_1 | 1 | 3.0
nor3b_1 | 1 | 3.6
dfrtp_1 | 4 | 48
[stage by stage]
step | setup WS [ns] | instance area [sq um] | total power (W) | util (%)
floorplan | 0.157 | 208 | 0.000319 | -
global placement | -0.366 | 378 | 0.000438 | 11.1
detailed placement | -0.398 | 378 | 0.000445 | 11.1
CTS | -0.323 | 428 | 0.000728 | 12.5
global route | -0.388 | 450 | 0.000784 | 13.2
finish | -0.337 | 450 | 0.000732 | 13.2
[cell families (layout without fill, tap and decap cells)]
family	count (synthesis)	in the layout
flip-flops	5	5
AND/OR/NAND/NOR	9	9
multiplexers	1	1
AND-OR/OR-AND	1	1
buffers and inverters	3	25
[cell type report]
class                           instances  area [sq um]
Timing Repair Buffer                   18           151
Sequential cell                         5           126
Fill cell                             390          2970
Multi-Input combinational cell         11          75.1
Clock buffer                            4          26.3
Tap cell                               46          57.6
Inverter                                3          13.8
[registers in the layout, summed over array words and instances (netlist names)]
register                count
u_fsm_mode.state_curr       1
u_fsm_light.state_curr      4
[repair_timing]
action,in CTS,in global routing
hold buffers,0,0
gates cloned,0,0
pin swaps,2,1
gates resized,13,3
setup buffers,4,2
endpoints found under the hold margin,0,0
endpoints found under the setup margin,4,4
[worst max-delay path, cell delays in order, from the launching register on]
cell	delay (ns)
dfrtp_1	0.37
or2_4	0.26
buf_6	0.12
nor2_4	0.05
buf_2	0.10
[worst paths after layout]
path	startpoint	end	slack (ns)
worst max register to register	u_fsm_light.state_curr[2]$_DFF_PN0_	u_fsm_light.state_curr[1]$_DFF_PN0_	0
worst min register to register	u_fsm_mode.state_curr$_DFF_PN0_	u_fsm_light.state_curr[3]$_DFF_PN0_	0.47
min in group clk0	u_fsm_mode.state_curr$_DFF_PN0_	u_fsm_light.state_curr[3]$_DFF_PN0_	0.47
worst max-delay path	u_fsm_light.state_curr[2]$_DFF_PN0_	lb[0]	-0.34
max in group asynchronous	reset_n	u_fsm_light.state_curr[0]$_DFF_PN1_	0.57
worst min-delay path	reset_n	u_fsm_light.state_curr[1]$_DFF_PN0_	0.18
[layer usage]
| metal | GRT usage [%] | vias up | wire length, um | part of all wire [%] |
|---|---|---|---|---|
| li1 | - | 100 | - | - |
| met1 | 2.47 | 82 | 329 | 55 |
| met2 | 2.25 | 12 | 185 | 31 |
| met3 | 1.82 | 0 | 84 | 14 |
| met4 | 0.352 | 0 | 0 | 0 |
| met5 | 0 | - | 0 | 0 |
Power figures rest on the tool's default switching activity, not on a simulated workload.
